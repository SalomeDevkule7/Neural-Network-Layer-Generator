**./run.sh**
```bash
#!/bin/bash
# OpenROAD 26Q1-2900-gdf79404cd8, Yosys 0.63+post, stock flow scripts
make -C /OpenROAD-flow-scripts/flow DESIGN_CONFIG=/design/flow/config.mk WORK_HOME=/design/flow/orfs finish
```
**./config.mk**
```make
export PLATFORM = sky130hd
export DESIGN_NAME = layer_8_8_1_8
export DESIGN_NICKNAME = layer_8_8_1_8
export VERILOG_FILES = /design/flow/design.v
export SDC_FILE = /design/flow/constraint.sdc
export NUM_CORES = 4
export LEC_CHECK = 1
export CORE_UTILIZATION = 40
```
**./constraint.sdc**
```tcl
current_design layer_8_8_1_8

set clk_period 3.6
set clk_io_pct 0.2

create_clock -name clk0 -period $clk_period [get_ports {clk}]

set non_clock_inputs [all_inputs -no_clocks]
set_input_delay [expr $clk_period * $clk_io_pct] -clock clk0 $non_clock_inputs
set_output_delay [expr $clk_period * $clk_io_pct] -clock clk0 [all_outputs]
```
**./design.v**
```verilog
module layer_8_8_1_8(clk,reset,s_valid,m_ready,data_in,m_valid,s_ready,data_out);
   input clk, reset,s_valid, m_ready;
   input signed [7:0] data_in;
   output logic signed [7:0] data_out;
   output logic m_valid, s_ready;
   logic accum_src, en;
   logic wr_en_a;
   logic wr_en_m;
   logic wr_en_x;
   logic [7:0] addr_W;
   logic [4:0] addr_B;
   logic [3:0] addr_X;
   mvm_controlpath cp(clk, s_valid, reset, m_ready, addr_W,addr_X, wr_en_x, m_valid,s_ready,accum_src,en,addr_B);
   mvm_datapath datapath(wr_en_x,addr_X,data_in,data_out,clk,reset,en,accum_src,addr_W,addr_B);
endmodule
module mux(out,in1,in2,sel);
   input signed [7:0] in1;
   input signed [7:0] in2;
   output logic signed [7:0] out;
   input sel;
   logic [7:0] fill_zero;
   assign fill_zero = 8'd0;
   always_comb begin
      if(sel)
        out = {fill_zero,in1};
      else
        out = in2;
   end
endmodule
module layer_8_8_1_8_W_rom(clk, addr, z);
   input clk;
   input [7:0] addr;
   output logic signed [7:0] z;
   always_ff @(posedge clk) begin
      case(addr)
        0: z <= -8'd5;
        1: z <= -8'd2;
        2: z <= 8'd3;
        3: z <= -8'd1;
        4: z <= -8'd6;
        5: z <= 8'd5;
        6: z <= -8'd2;
        7: z <= -8'd3;
        8: z <= 8'd1;
        9: z <= -8'd2;
        10: z <= -8'd2;
        11: z <= -8'd8;
        12: z <= 8'd4;
        13: z <= -8'd4;
        14: z <= 8'd0;
        15: z <= -8'd3;
        16: z <= 8'd5;
        17: z <= 8'd4;
        18: z <= -8'd8;
        19: z <= 8'd3;
        20: z <= 8'd3;
        21: z <= -8'd2;
        22: z <= 8'd7;
        23: z <= 8'd4;
        24: z <= 8'd6;
        25: z <= -8'd7;
        26: z <= 8'd4;
        27: z <= -8'd3;
        28: z <= 8'd2;
        29: z <= -8'd3;
        30: z <= -8'd4;
        31: z <= 8'd5;
        32: z <= 8'd3;
        33: z <= 8'd7;
        34: z <= -8'd4;
        35: z <= 8'd5;
        36: z <= 8'd4;
        37: z <= 8'd3;
        38: z <= -8'd6;
        39: z <= -8'd2;
        40: z <= -8'd7;
        41: z <= 8'd1;
        42: z <= -8'd2;
        43: z <= 8'd5;
        44: z <= 8'd5;
        45: z <= 8'd6;
        46: z <= -8'd6;
        47: z <= 8'd2;
        48: z <= 8'd2;
        49: z <= -8'd6;
        50: z <= -8'd3;
        51: z <= -8'd3;
        52: z <= 8'd0;
        53: z <= -8'd4;
        54: z <= -8'd7;
        55: z <= -8'd1;
        56: z <= -8'd3;
        57: z <= 8'd6;
        58: z <= 8'd4;
        59: z <= 8'd7;
        60: z <= -8'd5;
        61: z <= -8'd8;
        62: z <= 8'd4;
        63: z <= 8'd6;
      endcase
   end
endmodule
module layer_8_8_1_8_B_rom(clk, addr, z);
   input clk;
   input [4:0] addr;
   output logic signed [7:0] z;
   always_ff @(posedge clk) begin
      case(addr)
        0: z <= -8'd8;
        1: z <= -8'd7;
        2: z <= 8'd3;
        3: z <= 8'd4;
        4: z <= 8'd4;
        5: z <= 8'd5;
        6: z <= -8'd6;
        7: z <= 8'd5;
      endcase
   end
endmodule
module ff(clk,clear_acc,in,out,enable);
   input clk,clear_acc;
   input signed [7:0] in;
   output logic signed [7:0] out;
   input enable;
   always_ff @(posedge clk) begin
      if(clear_acc)
        out <= 0;
      else if(enable)
        out <= in;
   end
endmodule
module adder(out,in1,in2);
   input signed [7:0] in1;
   input signed [7:0] in2;
   output logic signed [7:0] out;
   always_comb begin
        out = in1 + in2;
   end
endmodule
module memory(clk, data_in, data_out, addr, wr_en);
   parameter WIDTH=8, SIZE=8, LOGSIZE=3;
   input signed [WIDTH-1:0] data_in;
   output logic signed [WIDTH-1:0] data_out;
   input [LOGSIZE-1:0] addr;
   input clk, wr_en;
   logic [SIZE-1:0][WIDTH-1:0] mem;
   always_ff @(posedge clk) begin
        data_out <= mem[addr];
        if(wr_en)
          mem[addr] <= data_in;
   end
endmodule
module mult(out,in1,in2);
   input signed [7:0] in1, in2;
   output logic signed [7:0] out;
   always_comb begin
        out = in1 * in2;
   end
endmodule
module mvm_datapath(wr_en_x,addr_X,data_in,data_out,clk,reset,en,accum_src,addr_W,addr_B);
   input wr_en_x,clk,reset;
   input [7:0] addr_W;
   input [4:0] addr_B;
   input [3:0] addr_X;
   input accum_src;
   input signed [7:0] data_in;
   input en;
   output logic signed [7:0] data_out;
   logic signed [7:0] adder_data_out;
   logic signed [7:0] mult_out;
   logic signed [7:0] x_data_out;
   logic signed [7:0] adder_out;
   logic signed [7:0] mux_out;
   logic signed [7:0] out_rom_W;
   logic signed [7:0] out_rom_B;
   logic signed [7:0] out_rom_r;
   logic signed [7:0] pipe_out;
   logic signed [7:0]data_out_r;
   logic clear_acc_pipe, enable_pipe;
   layer_8_8_1_8_W_rom rom_W(.clk(clk),.addr(addr_W),.z(out_rom_W));
   layer_8_8_1_8_B_rom rom_B(.clk(clk),.addr(addr_B),.z(out_rom_B));
   memory #(8,8,3 )myMemInstX(.clk(clk),
            .data_in(data_in),
            .data_out(x_data_out),
            .addr(addr_X[2:0]),
            .wr_en(wr_en_x));
   mult multiplier(.out(mult_out),
        .in1(out_rom_W),
        .in2(x_data_out));
   ff pipe(.clk(clk),
      .clear_acc(clear_acc_pipe),
      .in(mult_out),
      .out(pipe_out),
      .enable(enable_pipe));
   adder a1(.out(adder_out),
         .in1(data_out_r),
         .in2(pipe_out));
   mux mux1(.out(mux_out),
        .in2(adder_out),
        .in1(out_rom_B),
        .sel(accum_src));
   always @* begin
      if(data_out_r[7]==1)
        data_out <= 0;
      else
        data_out <= data_out_r;
   end
   ff f1(.clk(clk),
      .clear_acc(reset),
      .in(mux_out),
      .out(data_out_r),
      .enable(en));
   assign clear_acc_pipe = 0;
   assign enable_pipe = 1;
endmodule
module mvm_controlpath(clk, s_valid, reset, m_ready, addr_W,addr_X, wr_en_x, m_valid,s_ready,accum_src,en,addr_B);
   input clk, s_valid, reset, m_ready;
   output logic s_ready, m_valid;
   output logic wr_en_x;
   output logic[7:0] addr_W;
   output logic[4:0] addr_B;
   output logic [3:0] addr_X;
   output logic en;
   logic [3:0] next_state;
   parameter [2:0] Initial=3'b000, Load_Vector=3'b001, Multiply=3'b010, Data_output=3'b101, Idle=3'b110, Idle_pipe2=3'b111;
 logic en_r;
   output logic accum_src;
   parameter M=8;
   parameter N=8;
   logic [4:0] cntr_x;
   logic [3:0] cntr;
   always_ff @(posedge clk) begin
      if(reset == 1) begin
        s_ready <= 0;
        addr_W <= 0;
        addr_B <= 0;
        wr_en_x <= 0;
        en_r <= 1;
        addr_X <= 0;
        accum_src <= 0;  
        m_valid <= 0;
        cntr_x <= 0;
        cntr <= 0;
        next_state <= Initial;
      end
      else begin
        case(next_state)
        Initial: begin
                   addr_W <= 0;
                   addr_B <= 0;
                   s_ready <= 0;
                   wr_en_x <= 1;
                   addr_X <= 0;
                   accum_src <= 1;  
                   m_valid <= 0;
                   cntr_x <= 0;
                   addr_X <= 0;
                   next_state <= Load_Vector;
                   cntr <= 0;
                 end
        Load_Vector: begin
                       if(s_valid == 1) begin
                         s_ready <= 1;
                          wr_en_x <= 1;
                          accum_src <= 1;  
                         if(addr_X == N-1) begin
                           wr_en_x <= 0;
                           addr_X <= 0;
                           cntr_x <= 0;
                           next_state <= Multiply;
                         s_ready<=0;
                         end
                         else begin
                           cntr_x <= cntr_x + 1;
                            addr_X <= cntr_x;     
                         end
                       end
                       else begin
                          next_state <= Load_Vector;
                       end
                     end
        Multiply: begin
                    if(addr_X == 1) begin
                      accum_src <= 0;
                      addr_B <= addr_B + 1;
                    end
                    if(addr_X >= N) begin
                      next_state <= Idle_pipe2;
                      addr_X <= 0;
                      addr_W <= addr_W;
                    end
                    else begin
                      addr_X <= addr_X +1;
                       addr_W <= addr_W + 1;
                       m_valid<=0;
                    end
                  end
        Idle_pipe2: begin
                     m_valid<= 1;
                      next_state <= Data_output;
                    end
        Data_output: begin
                       if(m_ready) begin
                         accum_src <= 1;
                         m_valid <= 0;
                         if(addr_W >= (M*N)) begin
                           accum_src <= 0;
                           addr_W <= 0;
                           addr_X <= 0;
                           s_ready <= 0;
                           next_state <= Initial;
                         end
                         else begin
                            next_state <= Multiply;
                         end
                       end
                       else begin
                         next_state <= Data_output;
                       end
                     end
        endcase
      end 
   end 
   always_comb begin 
     en=en_r; 
     case(next_state) 
     Data_output: begin 
                    if(m_ready) 
                      en=1; 
                    else
                      en=0;
                    end
     endcase 
   end
endmodule
```
==> Slide: Implementation Results <==
Implementation Results

Run status
  – Status: completed

Die
  – Core Util at FP: 0.4103
  – Die Ht: approximately 140 µm
  – Die footprint: ~20000 µm²
  – IO Count: 22
  – Die x size: ~140 µm
  – Core ar.: roughly 19000 µm²
  – Row count: around 50

CTS
  – Insertion Delay late pin: a little over 0.4 ns
  – CTS tree: built
  – Inserted Clock Buffers: 17
  – CTS Root Cell: clkbuf_16
  – Clock transition at path regs: around 0.06 ns
  – Clock Sinks: approximately 130
  – Clock tree buffer depth: 2
  – H-tree depth: 4

Timing
  – RSZ-0062 raised after global routing: no
  – Measured slew at the worst slew-check pin: between 0.7 and 0.8 ns
  – Max frequency: 292.9 MHz
  – Final hold slack: between 0.4 and 0.5 ns
  – Setup TNS: 0 ns
  – Clock Skew: roughly 0.011 ns
  – Worst rel slew slack: 0.5008
  – Setup violators final: 0
  – Setup WS post-layout: between 0.15 and 0.2 ns
  – Final Max Slew Viols: 0
  – Min Tclk post-route: between 3 and 4 ns
  – Final Hold Vio Count: 0
  – Final period utilization: 0.9484

Pwr
  – Switching power: ~1.3 mW
  – Combinational share of power: 0.243
  – Maximum vdd ir drop: between 0.4 and 0.5 mV
  – Power Dens Cells: 505.5 nW/µm²
  – LEAKAGE: roughly 3.3 nW
  – Tot Pwr: between 4 and 5 mW
  – Sequential share of power: 0.401
  – Switching share of total power: 0.2930
  – Clk pwr share: 0.355
  – Internal: 3.089 mW

Worst setup path
  – Critical Path Source Type: register
  – Setup Crit Path Kind: register to register
  – Worst path top cell family by delay: adder cells
  – Slowest CP cell: fa_1
  – Critical Path End Type: register
  – Critical Path Stages: 12
  – Critical Path RT: around 3.9 ns
  – CP startpoint: datapath.rom_W.z[6]
  – Critical-path cell list: nand2_2 > inv_1 > fa_2 > fa_1 > inv_1 > fa_1 > fa_1 > inv_1 > ha_1 > a21oi_2 > xnor2_1 > xnor2_1
  – Buffer-and-inverter tally for the worst setup path: 3
  – FF-to-FF Start: datapath.rom_W.z[6]
  – CP Data Arrival Time: 3.71 ns
  – Critical path endpoint: datapath.pipe.out[7]
  – FF-to-FF path depth: 12
  – Reg2reg setup slack: between 0.15 and 0.2 ns
  – Largest stage delay, worst path: between 0.5 and 0.6 ns
  – Worst Path Max Fanout: 5
  – FF-to-FF End: datapath.pipe.out[7]

Cells and area
  – # fillers: around 1800
  – Seq. cell area: 3244 µm²
  – Top cell excl fill/tap: nand2_1
  – Comb area: roughly 4100 µm²
  – Top Layout Cells: nand2_1, edfxtp_1, nor2_1
  – Area growth from synthesis to layout: 12.24%
  – Layout cell share with drive strength beyond 1: 0.1006
  – Final instance area: 8642 µm²

Place
  – Port Buffer Count: 20
  – Post-DP Area: around 8100 µm²
  – DP Worst Slack: between 0.015 and 0.02 ns
  – Routability Congestion: between 0.8 and 0.9
  – HPWL after DPL: 11920 µm

Synthesis
  – Cell area after synthesis: around 7700 µm²
  – Syn avg cell area: approximately 9.8 µm²
  – Yosys chip area: just under 8000 µm²
  – Synth Seq Share: 0.4212
  – Main flop type after synthesis: edfxtp_1
  – Number of synthesis warnings: 9
  – Cells in synth_stat.txt: between 700 and 800
  – Synth unique cells: about 70
  – Number of enable flip-flop cells: just over 70
  – Synth Register Bits: 126
  – Async SR Flop Fraction: 0
  – Syn Inst Count: between 700 and 800

Global route
  – Largest net degree at the start of global routing: ~58
  – First-pass GRT wire length: 27990 µm
  – Initial antenna violation count: 0
  – Final global-route overflow total: 0
  – Gr usage total: 0.1841
  – Vias in the first global route: between 5000 and 6000

Detailed routing
  – Antenna-violating nets left: 0
  – DRC viols: 0
  – Via density: between 5 and 6
  – Avg WL per Cell: approximately 16 µm
  – DR iter-0 viols: between 300 and 400
  – ANT cells: 0
  – 1st-pass router iterations: 5
  – DR vias: ~5700
  – Final WL: roughly 16000 µm

Min path
  – Hold Crit Class: register to register

Job
  – Tool warnings: 34
  – Max-Cap Viols: 0
==> Yosys cell counts, types with 3 or more instances <==
master	number	area [µm²]
edfxtp_1	72	2162
o211ai_1	3	22.52
o2111ai_1	3	26.28
nand2_1	104	390.4
nand3_1	21	105.1
clkbuf_1	18	67.56
xnor2_1	16	140.1
o21a_1	6	45.04
inv_1	40	150.1
and3_1	4	25.02
nor4_1	4	25.02
and2_1	22	137.6
nor3b_1	4	30.03
fa_1	13	260.3
a22oi_1	6	45.04
mux2_2	4	45.04
ha_1	39	488.0
buf_2	10	50.05
a21oi_1	26	130.1
nor2_1	57	214.0
xor2_1	13	113.9
a31oi_1	7	43.79
o32ai_1	4	35.03
a22o_1	30	262.8
nand4_1	4	25.02
buf_1	4	15.01
nor2b_1	24	150.1
o22ai_1	8	50.05
buf_4	8	60.06
mux4_2	16	360.4
or3_1	3	18.77
o21ai_0	44	220.2
mux2i_1	10	100.1
nand2b_1	20	125.1
nor3_1	12	60.06
o31a_1	3	26.28
a211oi_1	3	22.52
o31ai_1	3	22.52
dfxtp_1	54	1081
==> routing by layer <==
layer	up-vias	track usage	part of all wire
li1	2844	-	-
met1	2671	0.2950	0.48
met2	151	0.2663	0.44
met3	11	0.05675	0.069
met4	0	0.01831	0.011
met5	-	0	0
==> flip-flops by register name, indices dropped and copies added (netlist names), 4 cells and up <==
register and flops:
datapath.f1.out 8, datapath.myMemInstX.data_out 8, cp.addr_X 4, cp.addr_B 5, datapath.rom_B.z 4, cp.addr_W 8
datapath.rom_W.z 4, datapath.myMemInstX.mem 64, datapath.pipe.out 8, cp.next_state 5, cp.cntr_x 4
==> through the flow <==
step,cells,utilization
floorplan,782,-
global placement,1006,0.4299
detailed placement,1006,0.4299
CTS,1038,0.4587
global route,1039,0.4605
finish,1039,0.4605
==> worst min-delay path, cell delays in order (launching register included) <==
cell and delay, ns:
dfxtp_1 0.31, nand3_1 0.06, a21oi_1 0.06
==> worst min-delay path by stage <==
stage                       startpoint          to  slack, ns  cells after the start
after CTS             cp.next_state[4]  cp.m_valid       0.48                      2
after global routing  cp.next_state[4]  cp.m_valid       0.50                      2
final                 cp.next_state[4]  cp.m_valid       0.48                      2
==> cell type report <==
cell class	count	share of cell area
clock buffer	17	0.04923
clock inverter	15	0.01318
inverter	41	0.01781
multi-input combinational	573	0.4760
sequential	126	0.3754
tap	234	0.03388
timing repair buffer	33	0.03446
==> power by group through the flow <==
stage | clock network, mW | logic, mW | registers [mW]
finish | 1.55 | 1.06 | 1.75
CTS | 1.59 | 1.06 | 1.76
global route | 1.66 | 1.22 | 1.77
==> kinds of logic (layout without fill, tap and decap cells) <==
family | Yosys count | after routing | share of synthesized area
xor gates and xnor gates | 29 | 29 | 0.03299
and+or+nand+nor | 294 | 294 | 0.1867
buffers and inverters | 83 | 106 | 0.04793
adders and majority gates | 52 | 52 | 0.09717
AOI/OAI and AO/OA | 167 | 167 | 0.1479
muxes | 30 | 30 | 0.06565
other | 1 | 1 | 0.0004870
DFF | 126 | 126 | 0.4212
==> repair_timing <==
item                                    4_1_cts  5_1_grt
gates resized                                 0        7
endpoints found under the setup margin        0        1
setup buffers                                 0        1
hold buffers                                  0        0
No activity file was given, so power comes from the tool's default toggle rates.
